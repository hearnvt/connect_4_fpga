<file path="/design/flow/design.v">
module board(clk, rst, x, y, colour, done, col);
	input clk, rst;
	output reg [7:0]x;
	output reg [7:0]y;
	output reg [2:0]colour;
	output reg done;
	output reg col;
	integer xpos = 36;
	integer ypos = 15;
	parameter	START = 2'b00,
					OUTLINE = 2'b01,
					VERT = 2'b10,
					HORI = 2'b11;
	reg [1:0]S;
	reg [1:0]NS;
	reg next;
	always@(posedge clk or negedge rst)
	begin
		if (rst == 1'b0)
			S <= START;
		else
			S <= NS;
	end
	always@(*)
	begin
		case (S)
			START:
			begin
				NS = OUTLINE;
			end
			OUTLINE:
			begin
				case (next)
					1'b1: NS = VERT;
					default: NS = OUTLINE;
				endcase
			end
			VERT:
			begin
				case (next)
					1'b0: NS = HORI;
					default: NS = VERT;
				endcase
			end
			HORI:
			begin
				NS = HORI;
			end
		endcase
	end
	always@(posedge clk)
	begin
	case (S)
		START:
		begin
			xpos <= 36;
			ypos <= 15;
			done <= 1'b0;
			col <= 1'b1;
		end
		OUTLINE:
		begin
			if (xpos == 7'd35 && ypos == 7'd15)
			begin
				next <= 1'b1;
			end
			else if (xpos < 7'd105 && ypos == 7'd15)
			begin
				xpos <= xpos + 1'b1;
			end
			else if (xpos == 7'd105 && ypos < 7'd85)
			begin
				ypos <= ypos + 1'b1;
			end
			else if (xpos > 7'd35 && ypos == 7'd85)
			begin
				xpos <= xpos - 1'b1;
			end
			else if (xpos == 7'd35 && ypos > 7'd15)
			begin
				ypos <= ypos - 1'b1;
			end 
			col <= 1'b0;
			colour <= 3'b001;
			x <= xpos;
			y <= ypos;
		end
		VERT:
		begin
			if (xpos == 7'd95 && ypos == 7'd15)
			begin
				next <= 1'b0;
			end
			else if (xpos < 7'd45 && ypos == 7'd15)
			begin
				xpos <= 7'd45;
			end
			else if (xpos == 7'd45 && ypos < 7'd85)
			begin
				ypos <= ypos + 1'b1;
			end
			else if (xpos < 7'd55 && ypos == 7'd85)
			begin
				xpos <= 7'd55;
			end
			else if (xpos == 7'd55 && ypos > 7'd15)
			begin
				ypos <= ypos - 1'b1;
			end
			else if (xpos < 7'd65 && ypos == 7'd15)
			begin
				xpos <= 7'd65;
			end
			else if (xpos == 7'd65 && ypos < 7'd85)
			begin
				ypos <= ypos + 1'b1;
			end
			else if (xpos < 7'd75 && ypos == 7'd85)
			begin
				xpos <= 7'd75;
			end
			else if (xpos == 7'd75 && ypos > 7'd15)
			begin
				ypos <= ypos - 1'b1;
			end
			else if (xpos < 7'd85 && ypos == 7'd15)
			begin
				xpos <= 7'd85;
			end
			else if (xpos == 7'd85 && ypos < 7'd85)
			begin
				ypos <= ypos + 1'b1;
			end
			else if (xpos < 7'd95 && ypos == 7'd85)
			begin
				xpos <= 7'd95;
			end
			else if (xpos == 7'd95 && ypos > 7'd15)
			begin
				ypos <= ypos - 1'b1;
			end
			col <= 1'b1;
			x <= xpos;
			y <= ypos;
		end
		HORI:
		begin
			if (ypos == 7'd75 && xpos == 7'd35)
			begin
				done <= 1'b1;
			end
			else if (ypos == 7'd15 && xpos == 7'd95)
			begin
				ypos <= 7'd25;
				xpos <= 35;
			end
			else if (ypos == 7'd25 && xpos < 7'd105)
			begin
				xpos <= xpos + 1'b1;
			end
			else if (ypos < 7'd35 && xpos == 7'd105)
			begin
				ypos <= 7'd35;
			end
			else if (ypos == 7'd35 && xpos > 7'd35)
			begin
				xpos <= xpos - 1'b1;
			end
			else if (ypos < 7'd45 && xpos == 7'd35)
			begin
				ypos <= 7'd45;
			end
			else if (ypos == 7'd45 && xpos < 7'd105)
			begin
				xpos <= xpos + 1'b1;
			end
			else if (ypos < 7'd55 && xpos == 7'd105)
			begin
				ypos <= 7'd55;
			end
			else if (ypos == 7'd55 && xpos > 7'd35)
			begin
				xpos <= xpos - 1'b1;
			end
			else if (ypos < 7'd65 && xpos == 7'd35)
			begin
				ypos <= 7'd65;
			end
			else if (ypos == 7'd65 && xpos < 7'd105)
			begin
				xpos <= xpos + 1'b1;
			end
			else if (ypos < 7'd75 && xpos == 7'd105)
			begin
				ypos <= 7'd75;
			end
			else if (ypos == 7'd75 && xpos > 7'd35)
			begin
				xpos <= xpos - 1'b1;
			end
			x <= xpos;
			y <= ypos;
			col <= 1'b0;
		end
	endcase
	end
endmodule
</file>
<file path="/design/flow/run.sh">
#!/bin/bash
# OpenROAD 26Q1-2900-gdf79404cd8, Yosys 0.63+post, stock flow scripts
make -C /OpenROAD-flow-scripts/flow DESIGN_CONFIG=/design/flow/config.mk WORK_HOME=/design/flow/orfs finish
</file>
<file path="/design/flow/config.mk">
export PLATFORM = sky130hd
export DESIGN_NAME = board
export DESIGN_NICKNAME = board
export VERILOG_FILES = /design/flow/design.v
export SDC_FILE = /design/flow/constraint.sdc
export NUM_CORES = 4
export LEC_CHECK = 1
export CORE_UTILIZATION = 50
</file>
<file path="/design/flow/constraint.sdc">
current_design board

set clk_period 7.9
set clk_io_pct 0.2

create_clock -name clk0 -period $clk_period [get_ports {clk}]

set non_clock_inputs [all_inputs -no_clocks]
set_input_delay [expr $clk_period * $clk_io_pct] -clock clk0 $non_clock_inputs
set_output_delay [expr $clk_period * $clk_io_pct] -clock clk0 [all_outputs]
</file>
==> results.toml <==
# flow metrics
[global_route]
grt.total_usage_pct = 25.9
antenna_found_initial = 0
grt_pass1_vias = 4656
overflow = 0
grt_max_degree = 33
grt_pass1_wl_microns = 24300

[finish]
area_growth_pct = 9.39
mi_logic_area_sq_um = 3100
final-seq-area_sq_um = 2580
drive_gt1_share_pct = 8.20
fin_area_sq_um = 6480
fill_cells = 990
stdcell_count = 765

[critical_path]
cp.required_ps = 7900
cp_cell_sequence = "or4_4 -> and4b_1 -> and2_1 -> nand2_4 -> a2111oi_2 -> o221ai_1 -> a211oi_4 -> buf_4"
crit_type = "register to register"
worst-path-buf-inv = 1
max_stage_delay_ps = 590
start_kind = "register"
endpoint_kind = "register"
reg2reg_depth = 8
cp_slowest_cell = "or4_4"
crit_arrival_ps = 3730
startpoint = "xpos[12]$_DFFE_PP_"
cp.depth = 8
cp_max_fo = 32
cp_top_family = "simple AND/OR/NAND/NOR gates"
timing.rr.start = "xpos[12]$_DFFE_PP_"

[placed_design]
place.gp.congestion = 0.985
dp.cells = 749
dpl_cell_area_sq_um = 6170
dp_hpwl_microns = 10100
place.port_buffers = 19

[yosys]
netlist_area_sq_um = 5930
ys_ff = 87
netlist_instances = 616
edf_count = 82
ys_seq_share_pct = 43.6
synth-main-ff-cell = "edfxtp_1"
yosys_warnings = 1
largest_area_cell = "edfxtp_1"
yosysUniqueCellTypes = 83
yosys-stat-area_sq_um = 5930
syn_area_per_cell_sq_um = 9.62
ys_cells = 616
top_cells_by_area = "edfxtp_1 (42%), nor2_1 (5.8%), xnor2_1 (5.3%)"
yosysTopAreaCellShare_pct = 41.5
async_reset_ff_share_pct = 4.60

[clock_network]
cts_buffer_depth = 2
ctsHoldBuffers = 0
post_cts_buffers = 0
ctsResizeCount = 0
clock_latency_ps = 350
htreeDepth = 3
cts_tree = "built"
clock_sinks = 87
clk_pin_slew_ps = 60
root_buffer = "clkbuf_16"
numCtsBuffers = 9

[power]
power.density_nw_per_um2 = 147
pwr-share-comb_pct = 0.2
cellLeakagePower_nw = 2.07
p_clk_share_pct = 47.5
switching_power_mw = 0.177
pwr-share-seq_pct = 52.3
vdd_drop_max_mv = 0.105
p_int_mw = 0.774
p_sw_share_pct = 18.6

[routing]
routed_via_density = 6.33
drt_iter0_markers = 466
met3_wirelength_microns = 855
vias = 4840
drc_errors = 0
wl_met1_microns = 6840
top_layer_used = "met4"
routedWlPerCell_microns = 19.0
ant_nets = 0
wl_microns = 14600
diodes = 0
routed-wl-met2_microns = 6290
drt_pre_antenna_iters = 7

[sta]
post-route-period-util_pct = 47.2
clock_skew_ps = 7.73
fmax_ghz = 0.268
finalCriticalPeriod_ps = 3730
drv_slew = 0
tightest_slew_ps = 731
tns_ps = 0
final-hold-violation-count = 0
setup_viol = 0
rsz0062_at_grt = "false"
slew_headroom_pct = 51.3

[die]
fp_util_pct = 51.7
dieArea_sq_um = 12300
io_pins = 23
rows = 39
die_w_microns = 111
fp.dieH_microns = 111
core-area_sq_um = 11500

[hold_path]
hold_start = "next$_DFFE_PP_"
min_delay_path_depth = 1
hold_class = "register to register"

[job]
drv_cap = 0
log.warning_count = 29

[run_status]
outcome = "finished clean"
-- routing by layer --
layer | track usage (%) | vias to the layer above
met4 | 7.73 | 0
met5 | 0 | -
met3 | 4.57 | 44
li1 | - | 2308
met1 | 43.9 | 2295
met2 | 36.3 | 193
-- cell usage after synthesis, types with 12 or more instances --
library cell and count:
o21ai_0 21, xnor2_1 36, clkbuf_1 21, nand2_1 35, nand4_1 12, inv_1 20
xor2_1 21, edfxtp_1 82, nand3_1 24, a21oi_1 19, nor3_1 28, nor2_1 91
-- power groups by stage --
stage | registers [mW] | logic [mW] | clock network (mW)
after CTS | 0.497 | 0.00176 | 0.459
after global routing | 0.497 | 0.00209 | 0.478
final | 0.497 | 0.00170 | 0.452
-- worst paths after layout --
kind                                endpoint  slack (ps)
max in group asynchronous     S[0]$_DFF_PN1_        6240
setup / recovery           xpos[8]$_DFFE_PP_        4170
min in group asynchronous     S[2]$_DFF_PN0_        1430
hold / removal                S[2]$_DFF_PN0_         480
setup reg to reg           xpos[8]$_DFFE_PP_        4170
hold reg to reg               S[2]$_DFF_PN0_         480
-- state kept, by name, summed over array words and instances (netlist names) --
signal,count
xpos,32
ypos,32
x,8
y,8
S,4
col,1
done,1
next,1
-- cell usage in the layout (no fill, tap or decap), types with 4 or more instances in the layout --
| cell type | netlist | final |
|---|---|---|
| a211oi_1 | 7 | 6 |
| clkdlybuf4s50_1 | 0 | 19 |
| a21o_1 | 4 | 4 |
| or2_2 | 6 | 6 |
| ha_1 | 6 | 6 |
| o21ai_0 | 21 | 21 |
| a21oi_1 | 19 | 19 |
| nor2b_1 | 11 | 11 |
| o211ai_1 | 6 | 6 |
| and4_1 | 4 | 4 |
| nand3_1 | 24 | 24 |
| o221ai_1 | 10 | 10 |
| buf_4 | 11 | 6 |
| nor4_1 | 9 | 9 |
| conb_1 | 2 | 4 |
| mux2_2 | 4 | 4 |
| nand4_1 | 12 | 12 |
| nor2_1 | 91 | 91 |
| o22ai_1 | 4 | 4 |
| inv_1 | 20 | 20 |
| or3_1 | 11 | 11 |
| and2_1 | 4 | 4 |
| xnor2_1 | 36 | 36 |
| xor2_1 | 21 | 21 |
| clkbuf_16 | 0 | 9 |
| nor3_1 | 28 | 28 |
| edfxtp_1 | 82 | 82 |
| nor3b_1 | 5 | 5 |
| or4_1 | 8 | 8 |
| and3_1 | 5 | 5 |
| nand2_1 | 35 | 35 |
| nand2b_1 | 4 | 4 |
-- stage by stage --
stage | util, % | worst slack, ps | hold WS [ps] | power, mW
6_report | 56.6 | 4170 | 476 | 0.951
5_1_grt | 56.6 | 3900 | 500 | 0.977
4_1_cts | 56.6 | 4200 | 484 | 0.959
3_5_place_dp | 53.8 | 4230 | 488 | 0.509
3_3_place_gp | 53.8 | 4210 | 470 | 0.509
2_1_floorplan | - | 2750 | 424 | 0.509
-- worst reg2reg max path, cell delays in order (launching register included) --
cell and delay, ps:
edfxtp_1 420, or4_4 590, and4b_1 430, and2_1 490
nand2_4 180, a2111oi_2 360, o221ai_1 210, a211oi_4 260
buf_4 410
-- cell type report --
type / count / share of cell area (%)
well taps: 143 / 2.76
repair buffers: 25 / 3.63
inverters: 20 / 1.16
multi-input cells: 474 / 47.8
clock inverters: 6 / 1.31
clock buffers: 10 / 3.53
flip-flops and latches: 87 / 39.8
-- logic make-up after synthesis --
group / share of synthesized area [%]
AND-OR/OR-AND: 15.2
adder cells (fa/ha/maj): 1.27
buffers and inverters: 4.50
XOR/XNOR: 8.42
other: 0.127
flip-flops: 43.6
AND/OR/NAND/NOR: 25.8
multiplexers: 1.10
No activity file was given, so power comes from the tool's default toggle rates.
